==> flow/design.v <==
`timescale 1ns / 1ps
module Debouncer(
    input clk_i,
    input rst_i,
    input button,
    output reg debounced_signal
    );
    integer counter;
    integer bounce_time = 5000000;
    reg [2:0] state;
    always @(posedge clk_i or posedge rst_i)
    begin
        if(rst_i)
        begin
            counter = 0;
            state <= 0;
            debounced_signal <= 0;
        end
        else
        begin
            case(state)
                0: begin
                    counter = 0;
                    if(button)
                        state <= 1;
                    end
                1: begin 
                    debounced_signal <= 1;
                    if(counter == bounce_time)
                        state <= 2;
                        counter = counter + 1;
                    end
                2: begin
                    counter = 0;
                    if(!button)
                        state <= 3;
                    end    
                3: begin
                    debounced_signal <= 0;
                    if(counter == bounce_time)
                        state <= 4;
                        counter = counter + 1;
                    end
                4: state <= 0;
            endcase
        end
    end
endmodule
`timescale 1ns / 1ps
module Display_driver(
    input clk_i,
    input rst_i,
    input [3:0] hr_left,
    input [3:0] hr_right,
    input [3:0] min_left,
    input [3:0] min_right,
    output reg [7:0] led7_an_o,
    output reg [7:0] led7_seg_o    
    );
    localparam LEFT = 2'b00;
    localparam MID_LEFT = 2'b01;
    localparam MID_RIGHT = 2'b10;
    localparam RIGHT = 2'b11;
    wire [7:0] seg1, seg2, seg3, seg4;
    reg [1:0] state = LEFT;
    reg blink;
    integer counter;
    integer counter2;
    always @(posedge clk_i or posedge rst_i)
    begin
        if(rst_i)
        begin
            counter = 1'b0;
            counter2 = 1'b0;
            state <= LEFT;
            blink <= 1'b0;
            led7_seg_o <= 8'b00000000;
            led7_an_o <= 8'b11110000;
        end
        else
        begin
            if(counter == 10000)
            begin
                case (state)
                    LEFT: begin
                            led7_seg_o <= seg1;
                            led7_an_o <= 8'b11110111;
                            state <= MID_LEFT;
                        end
                    MID_LEFT: begin
                            led7_seg_o[7:1] <= seg2[7:1];
                            led7_seg_o[0] <= blink;
                            led7_an_o <= 8'b11111011;
                            state <= MID_RIGHT;
                        end
                    MID_RIGHT: begin
                            led7_seg_o <= seg3;
                            led7_an_o <= 8'b11111101;
                            state <= RIGHT;
                        end
                    RIGHT: begin
                            led7_seg_o <= seg4;
                            led7_an_o <= 8'b11111110;
                            state <= LEFT;
                        end
                endcase
                counter = 0;
            end
            if(counter2 == 100000000)
            begin
                blink = ~blink;
                counter2 = 0;
            end
            counter = counter + 1;
            counter2 = counter2  + 1;
        end
    end 
    Seven_seg_decoder Display1(hr_left, seg1);
    Seven_seg_decoder Display2(hr_right, seg2);
    Seven_seg_decoder Display3(min_left, seg3);
    Seven_seg_decoder Display4(min_right, seg4);
endmodule
`timescale 1ns / 1ps
module Main_clock(
    input clk_i,
    input rst_i,
    input set_hour,
    input set_min,
    input set_test,
    output reg [3:0] hr_left,
    output reg [3:0] hr_right,
    output reg [3:0] min_left,
    output reg [3:0] min_right
    );
    integer counter;
    integer test;
    reg [5:0] seconds;
    reg set_test_state;
    reg new_test_state;
    reg set_hour_state;
    reg new_set_hour_state;
    reg set_min_state;
    reg new_set_min_state;
    always @(posedge set_test or posedge rst_i)
    begin
        if(rst_i)
            set_test_state <= 1'b0;
        else
            set_test_state <= ~set_test_state;
    end
    always @(posedge set_hour or posedge rst_i)
    begin
        if(rst_i)
            set_hour_state <= 1'b0;
        else
            set_hour_state <= ~set_hour_state;
    end
    always @(posedge set_min or posedge rst_i)
    begin
        if(rst_i)
            set_min_state <= 1'b0;
        else
            set_min_state <= ~set_min_state;
    end
    always @(posedge clk_i or posedge rst_i)
    begin
        if(rst_i)
        begin
            counter = 1'b0;
            test <= 100000000;
            seconds <= 5'b00000;
            new_test_state <= 1'b0;
            new_set_hour_state <= 1'b0;
            new_set_min_state <= 1'b0;
            hr_left <= 4'b0000;
            hr_right <= 4'b0000;
            min_left <= 4'b0000;
            min_right <= 4'b0000;
        end
        else
        begin
            if(new_test_state != set_test_state)
            begin
                counter = 0;
                new_test_state <= set_test_state;
                if(set_test_state == 1)
                test <= 100000;
                else if (set_test_state == 0)
                test <= 100000000;
            end
            else if(new_set_hour_state != set_hour_state)
            begin
                new_set_hour_state <= set_hour_state;
                hr_right <= hr_right + 1;
            end
            else if(new_set_min_state != set_min_state)
            begin
                new_set_min_state <= set_min_state;
                min_right <= min_right + 1;
            end
            if(counter ==  test)
            begin
                counter = 0;
                seconds <= seconds + 1;
            end
            if (seconds == 60)
            begin
                seconds <= 0;
                min_right <= min_right + 1;
            end
            else if (min_right == 10)
            begin
                min_right <= 0;
                min_left <= min_left + 1;
            end
            else if (min_left == 6)
            begin
                min_left <= 0;
                hr_right <= hr_right + 1;
            end
            else if(hr_right == 10)
            begin
                hr_right <= 0;
                hr_left <= hr_left + 1;
            end
            else if(hr_left == 2 && hr_right == 4)
            begin
                hr_right <= 0;
                hr_left <= 0;
            end
            counter = counter + 1;
        end
    end 
endmodule
`timescale 1ns / 1ps
module Seven_seg_decoder(
    input [3:0] input_digit,
    output reg [7:0] seg_set
    );
    always @(input_digit)
    begin
        case(input_digit)
            0: seg_set <= 8'b00000011; 
            1: seg_set <= 8'b10011111;
            2: seg_set <= 8'b00100101;
            3: seg_set <= 8'b00001101;
            4: seg_set <= 8'b10011001;
            5: seg_set <= 8'b01001001;
            6: seg_set <= 8'b11000001;
            7: seg_set <= 8'b00011111;
            8: seg_set <= 8'b00000001;
            9: seg_set <= 8'b00011001;
        endcase
    end
endmodule
`timescale 1ns / 1ps
module Top_module(
    input clk_i,
    input rst_i,
    input button_hr_i,
    input button_min_i,
    input button_test_i,
    output [7:0] led7_an_o,
    output [7:0] led7_seg_o    
    );
    wire [3:0] hr_left;
    wire [3:0] hr_right;
    wire [3:0] min_left;
    wire [3:0] min_right;
    wire set_hour, set_min, set_test;
    Debouncer hr_up(.clk_i(clk_i), .rst_i(rst_i), .button(button_hr_i), .debounced_signal(set_hour));
    Debouncer min_up(.clk_i(clk_i), .rst_i(rst_i), .button(button_min_i), .debounced_signal(set_min));
    Debouncer testing(.clk_i(clk_i), .rst_i(rst_i), .button(button_test_i), .debounced_signal(set_test));
    Main_clock Clock(.clk_i(clk_i), .rst_i(rst_i), .set_hour(set_hour), .set_min(set_min), .set_test(set_test), .hr_left(hr_left), .hr_right(hr_right), .min_left(min_left), .min_right(min_right));
    Display_driver Display(.clk_i(clk_i), .rst_i(rst_i), .hr_left(hr_left), .hr_right(hr_right), .min_left(min_left), .min_right(min_right), .led7_an_o(led7_an_o), .led7_seg_o(led7_seg_o));
endmodule
==> flow/run.sh <==
#!/bin/bash
# OpenROAD 26Q1-2900-gdf79404cd8, Yosys 0.63+post, stock flow scripts
make -C /OpenROAD-flow-scripts/flow DESIGN_CONFIG=/design/flow/config.mk WORK_HOME=/design/flow/orfs finish
==> flow/config.mk <==
export PLATFORM = sky130hd
export DESIGN_NAME = Top_module
export DESIGN_NICKNAME = Top_module
export VERILOG_FILES = /design/flow/design.v
export SDC_FILE = /design/flow/constraint.sdc
export NUM_CORES = 4
export LEC_CHECK = 1
export CORE_UTILIZATION = 30
==> flow/constraint.sdc <==
current_design Top_module

set clk_period 11.4
set clk_io_pct 0.2

create_clock -name clk0 -period $clk_period [get_ports {clk_i}]

set non_clock_inputs [all_inputs -no_clocks]
set_input_delay [expr $clk_period * $clk_io_pct] -clock clk0 $non_clock_inputs
set_output_delay [expr $clk_period * $clk_io_pct] -clock clk0 [all_outputs]
==> results.sh <==
# flow metrics
export IMPL_whs_path_depth=1
export IMPL_io_buffers=16
export IMPL_cp_arrival_ns=4.64
export IMPL_seqCellArea_sq_um=6780
export IMPL_antenna_violations_before_repair=0
export IMPL_clk_transition_reported_paths_ns=0.06
export IMPL_synth_yosys_num_cells=1497
export IMPL_compound_area_frac=0.130
export IMPL_antenna_violating_nets_post_route=0
export IMPL_worst_hold_path_type="register to register"
export IMPL_area_overhead_of_the_layout_relative_to_synthesis_pct=13.1
export IMPL_report_power_total_mw=1.92
export IMPL_core_area_sq_um=45800
export IMPL_openroad_warnings=47
export IMPL_path_common_cell="sky130_fd_sc_hd__buf_4"
export IMPL_drt_pass1_iterations=5
export IMPL_netlist_top_cell_by_instances="sky130_fd_sc_hd__dfrtp_1"
export IMPL_count_of_endpoints_without_a_timing_constraint=32
export IMPL_unclocked_regs=31
export IMPL_muxShareOfSynthArea=0.0212
export IMPL_static_leakage_nw=6.55
export IMPL_max_slew_violation_total_from_the_final_report=0
export IMPL_ys_area_sq_um=14100
export IMPL_postSynth_topFlopCell="sky130_fd_sc_hd__dfrtp_1"
export IMPL_drt_wl_total_um=29000
export IMPL_worst_slew_pin_transition_ns=0.871
export IMPL_cts_repair_timing_setup_buffer_count=0
export IMPL_top_cells_by_count="sky130_fd_sc_hd__dfrtp_1 (250), sky130_fd_sc_hd__nand2_1 (153), sky130_fd_sc_hd__nor2_1 (136)"
export IMPL_finalClockPeriodUsage=0.348
export IMPL_hp_start="testing.state[1]"
export IMPL_clock_skew_after_layout_ns=0.0241
export IMPL_numCtsBuffers=29
export IMPL_detailroute_via_count=10800
export IMPL_grt_first_pass_wirelength_um=50400
export IMPL_die_w_um=218
export IMPL_synthesis_area_per_instance_sq_um=9.39
export IMPL_cts_hold_fix_buffers=0
export IMPL_rows=78
export IMPL_outcome="finished clean"
export IMPL_worst_r2r_endpoint="Clock.counter[12]"
export IMPL_grt_util_all_layers=0.128
export IMPL_comb_area_sq_um=6790
export IMPL_worst_hold_slack_ns=0.425
export IMPL_timing_setup_critical_path_class="primary input to async pin"
export IMPL_critical_path_max_stage_delay_ns=0.69
export IMPL_first_iter_violations=713
export IMPL_timing_final_hold_violations=0
export IMPL_chip_area_sq_um=47700
export IMPL_synth_xor_area_share=0.0572
export IMPL_cp_cell_sequence="clkdlybuf4s50_1, inv_8, buf_4, buf_4"
export IMPL_fillers=4442
export IMPL_cts_root_buf="sky130_fd_sc_hd__clkbuf_16"
export IMPL_timing_final_crit_period_ns=3.97
export IMPL_antenna_cells=0
export IMPL_yosys_dominant_comb_family="simple AND/OR/NAND/NOR gates"
export IMPL_final_critical_path_setup_slack_ns=7.43
export IMPL_clk_latency_ns=0.58
export IMPL_post_route_drc=0
export IMPL_layout_core_utilization=0.348
export IMPL_fp_utilization=0.307
export IMPL_synth_top_cell_area_share=0.445
export IMPL_cts_tree="yes"
export IMPL_worst_path_max_fanout=103
export IMPL_setup_tns_ns=0
export IMPL_rrSetupSlack_ns=8.63
export IMPL_min_to="testing.state[0]"
export IMPL_postSynthCellCount=1497
export IMPL_floorplan_io_pins=21
export IMPL_most_area_consuming_cells_after_synthesis="sky130_fd_sc_hd__dfrtp_1 (44%), sky130_fd_sc_hd__xnor2_1 (4.1%), sky130_fd_sc_hd__nand2_1 (4.1%)"
export IMPL_floorplan_die_height_um=218
export IMPL_cts_resized=0
export IMPL_adders_majority_by_area=0.0292
export IMPL_synthesis_yosys_warnings=4
export IMPL_synth_async_reset_ratio=0.901
export IMPL_drt_wirelength_per_cell_um=13.6
export IMPL_reg2regPathDepth=9
export IMPL_summed_instance_area_of_the_synthesized_netlist_sq_um=14100
export IMPL_setup_repair_after_global_routing_missed_its_margin="false"
export IMPL_placement_setup_worst_slack_ns=6.70
export IMPL_timing_critical_path_required_ns=12.07
export IMPL_post_route_cells_drive_above_1_share=0.0707
export IMPL_first_global_vias=10100
export IMPL_finalWeightedCongestion=0.853
export IMPL_max_clock_path_buffers=3
export IMPL_worst_r2r_startpoint="Clock.test[10]"
export IMPL_p_per_area_nw_per_um2=121
export IMPL_yosys_cell_types_count=81
export IMPL_max_cap_viols=0
export IMPL_critical_path_slowest_cell="sky130_fd_sc_hd__buf_4"
export IMPL_critPathLaunch="rst_i"
export IMPL_setup_violations_final=0
export IMPL_synth_seq_cells=282
export IMPL_max_clock_freq_mhz=252
export IMPL_clock_tree_htree_level_count=1
export IMPL_worst_vdd_ir_v=0.000112
export IMPL_setup_worst_path_start_class="primary input"
export IMPL_viasPerCell=5.10
export IMPL_yosys_area_share_simple=0.244
export IMPL_synth_top_cell_by_area="sky130_fd_sc_hd__dfrtp_1"
export IMPL_timing_slew_headroom=0.412
export IMPL_enable_flop_cells=0
export IMPL_place_hpwl_um=19200
export IMPL_critPathCaptureType="async pin"
export IMPL_grt_start_max_net_pins=104
export IMPL_globalRoute_totalOverflow=0
==> stage by stage <==
stage               cell area (sq um)  instances
global route                    15900       2127
detailed placement              14900       2074
floorplan                       14100       1500
global placement                14900       2074
CTS                             15900       2127
finish                          15900       2127
==> cell type report <==
class | instances | area share
inverter | 65 | 0.0158
sequential | 282 | 0.426
clock buffer | 35 | 0.0496
timing repair buffer | 32 | 0.0176
multi-input combinational | 1095 | 0.427
tap | 600 | 0.0472
clock inverter | 18 | 0.0167
==> sequential cells by signal (all words and copies together), names as in the netlist, 7 cells and up <==
| signal | count |
|---|---|
| Clock.counter | 32 |
| Display.counter2 | 32 |
| Display.counter | 32 |
| hr_up.counter | 32 |
| min_up.counter | 32 |
| testing.counter | 32 |
| Display.led7_seg_o | 8 |
| Display.Display1.seg_set | 7 |
| Display.Display2.seg_set | 7 |
| Display.Display3.seg_set | 7 |
| Display.Display4.seg_set | 7 |
==> power by group <==
group | leakage, nW | switching, mW | internal (mW)
Combinational | 2.37 | 0.0181 | 0.00209
Clock | 0.523 | 0.384 | 0.630
Sequential | 3.66 | 0 | 0.891
==> worst max-delay path by stage <==
stage	end	slack, ns	cells after the start
4_1_cts	min_up.state[0]	7.33	4
5_1_grt	min_up.counter[2]	7.12	4
6_report	min_up.state[0]	7.43	4
==> critical path, delay by kind of cell <==
kind | cells | cell delay (ns)
buffers and inverters | 4 | 2.26
==> layout by cell type, fill, tap and decap left out, types with 13 or more instances in the layout <==
cell type                         Yosys  layout
sky130_fd_sc_hd__dfrtp_1            250     250
sky130_fd_sc_hd__nor2_1             136     136
sky130_fd_sc_hd__nand2_1            153     153
sky130_fd_sc_hd__xnor2_1             66      65
sky130_fd_sc_hd__inv_1               65      64
sky130_fd_sc_hd__nor4_1              40      40
sky130_fd_sc_hd__dlxtn_1             28      28
sky130_fd_sc_hd__o31ai_1             21      21
sky130_fd_sc_hd__nor4b_1             13      13
sky130_fd_sc_hd__o211ai_1            18      18
sky130_fd_sc_hd__ha_1                32      32
sky130_fd_sc_hd__o21ai_0            113     113
sky130_fd_sc_hd__nand4_1             58      58
sky130_fd_sc_hd__a21oi_1             28      28
sky130_fd_sc_hd__mux2i_1             23      23
sky130_fd_sc_hd__a31oi_1             24      24
sky130_fd_sc_hd__clkbuf_16            0      29
sky130_fd_sc_hd__nand3_1            101     101
sky130_fd_sc_hd__clkdlybuf4s50_1      0      16
sky130_fd_sc_hd__nor3_1              45      45
sky130_fd_sc_hd__and2_1              14      14
sky130_fd_sc_hd__and3_1              21      21
sky130_fd_sc_hd__and4_1              16      16
sky130_fd_sc_hd__xor2_1              24      24
sky130_fd_sc_hd__buf_4                4      16
==> logic make-up after synthesis <==
logic type | count (synthesis)
muxes | 29
AOI/OAI and AO/OA | 280
latches | 28
and+or+nand+nor | 658
adders and majority gates | 33
buffers and inverters | 123
other | 1
xor gates and xnor gates | 91
DFF | 254
==> metal layers <==
layer / up-vias / part of all wire / GRT usage
li1: 5448 / - / -
met1: 5180 / 0.51 / 0.203
met2: 173 / 0.43 / 0.189
met3: 39 / 0.044 / 0.0229
met4: 0 / 0.017 / 0.0219
met5: - / 0 / 0
Power is estimated from default activity; no workload was simulated.
